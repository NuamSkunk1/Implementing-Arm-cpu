==> design/flow/design.v <==
module RegisterBank(
	input clock,
	input [4:0] reg1,
	input [4:0] reg2,
	input [4:0] regWrite,
	input [63:0] regWriteData,
	input isWrite,
	output [63:0] reg1Data,
	output [63:0] reg2Data
);
	reg [63:0] storage[0:31];
	initial
	begin
		storage[31] = 32'b0;  
		storage[10] = 32'd5;  
	end
	assign reg1Data = storage[reg1];
	assign reg2Data = storage[reg2];
	always @(posedge clock)
	begin	
		if(isWrite==1)
			storage[regWrite] = regWriteData;
	end
endmodule
==> design/flow/run.sh <==
#!/bin/bash
# OpenROAD 26Q1-2900-gdf79404cd8, Yosys 0.63+post, stock flow scripts
make -C /OpenROAD-flow-scripts/flow DESIGN_CONFIG=/design/flow/config.mk WORK_HOME=/design/flow/orfs finish
==> design/flow/config.mk <==
export PLATFORM = sky130hd
export DESIGN_NAME = RegisterBank
export DESIGN_NICKNAME = RegisterBank
export VERILOG_FILES = /design/flow/design.v
export SDC_FILE = /design/flow/constraint.sdc
export NUM_CORES = 4
export LEC_CHECK = 1
export CORE_UTILIZATION = 40
==> design/flow/constraint.sdc <==
current_design RegisterBank

set clk_period 13.8
set clk_io_pct 0.2

create_clock -name clk0 -period $clk_period [get_ports {clock}]

set non_clock_inputs [all_inputs -no_clocks]
set_input_delay [expr $clk_period * $clk_io_pct] -clock clk0 $non_clock_inputs
set_output_delay [expr $clk_period * $clk_io_pct] -clock clk0 [all_outputs]
==> impl_results.html <==
<p>Metrics extracted from the flow reports.</p>
<table>
<tr><th>Metric</th><th>Value</th></tr>
<tr><th colspan="2">Die</th></tr>
<tr><td>IO Count</td><td>209</td></tr>
<tr><td>Chip area</td><td>0.237 mm^2</td></tr>
<tr><td>Effective utilization at floorplan</td><td>0.404</td></tr>
<tr><td>Standard-cell row count</td><td>177</td></tr>
<tr><td>Core Region</td><td>0.233 mm^2</td></tr>
<tr><td>Overall die height</td><td>487 um</td></tr>
<tr><td>Die width</td><td>487 um</td></tr>
<tr><th colspan="2">Setup path</th></tr>
<tr><td>Kind of end point of the critical path</td><td>output pin</td></tr>
<tr><td>Data arrival, critical path</td><td>6.56 ns</td></tr>
<tr><td>Critical path peak fanout</td><td>67</td></tr>
<tr><td>Required time of the critical path</td><td>11.04 ns</td></tr>
<tr><td>Critical path class</td><td>in2out</td></tr>
<tr><td>Critical Path Source</td><td>reg2[1]</td></tr>
<tr><td>CP Launch Type</td><td>input pin</td></tr>
<tr><td>Worst setup path endpoint</td><td>reg2Data[46]</td></tr>
<tr><th colspan="2">Clocking</th></tr>
<tr><td>H-tree levels</td><td>4</td></tr>
<tr><td>Register clock-pin slew on the reported worst setup and hold paths</td><td>0.06 ns</td></tr>
<tr><td>Number of gates given a new drive strength after cts</td><td>0</td></tr>
<tr><td>Sinks on the clock net</td><td>2048</td></tr>
<tr><td>Count of hold-fix buffers inserted at cts</td><td>0</td></tr>
<tr><td>CTS root buffer</td><td>sky130_fd_sc_hd__clkbuf_16</td></tr>
<tr><td>CTS tree</td><td>done</td></tr>
<tr><td>Number of buffers inserted during clock tree synthesis</td><td>206</td></tr>
<tr><td>Maximum buffer depth of the clock tree</td><td>3</td></tr>
<tr><td>Number of setup buffers added after CTS</td><td>0</td></tr>
<tr><th colspan="2">Placed design</th></tr>
<tr><td>Tally of buffers added on design ports</td><td>208</td></tr>
<tr><td>Placer's final routability congestion estimate</td><td>0.866</td></tr>
<tr><td>Hpwl dp</td><td>164000 um</td></tr>
<tr><th colspan="2">Power</th></tr>
<tr><td>Power Dens Cells</td><td>127 mW/mm^2</td></tr>
<tr><td>Worst voltage drop across the vdd grid</td><td>0.146 mV</td></tr>
<tr><td>Leakage power summed over all cells</td><td>0.0338 uW</td></tr>
<tr><th colspan="2">Yosys</th></tr>
<tr><td>Post-synthesis chip area from yosys</td><td>0.0941 mm^2</td></tr>
<tr><td>Post-synth EDFFs</td><td>2048</td></tr>
<tr><td>Number of cell instances after yosys synthesis</td><td>4313</td></tr>
<tr><td>Main logic family after synthesis</td><td>multiplexers</td></tr>
<tr><td>Share of Yosys cell area claimed by the top area cell type</td><td>0.654</td></tr>
<tr><td>Post-synthesis instance total</td><td>4313</td></tr>
<tr><td>Summed instance area of the synthesized netlist</td><td>0.0941 mm^2</td></tr>
<tr><td>Post-synthesis cell type with the largest combined area</td><td>sky130_fd_sc_hd__edfxtp_1</td></tr>
<tr><td>Dominant Register Cell</td><td>sky130_fd_sc_hd__edfxtp_1</td></tr>
<tr><td>FA/HA/MAJ Cells, Area Fraction</td><td>0</td></tr>
<tr><td>Yosys aoi share</td><td>0.0244</td></tr>
<tr><td>Post-synthesis area per instance</td><td>21.8 um^2</td></tr>
<tr><td>Share of flip-flops with an asynchronous set or reset</td><td>0</td></tr>
<tr><td>Count of different cell masters after synthesis</td><td>38</td></tr>
<tr><td>Proportion of synthesized area in mux cells</td><td>0.294</td></tr>
<tr><td>Register bit count reported by yosys</td><td>2048</td></tr>
<tr><td>Main area contributors</td><td>sky130_fd_sc_hd__edfxtp_1 65%, sky130_fd_sc_hd__mux4_2 25%, sky130_fd_sc_hd__mux2i_1 3.9%, sky130_fd_sc_hd__a221oi_1 0.87%, sky130_fd_sc_hd__buf_2 0.69%</td></tr>
<tr><td>Tally of yosys warning messages</td><td>1</td></tr>
<tr><td>Seq/Total Area, Yosys</td><td>0.654</td></tr>
<tr><td>XOR/XNOR Area Share</td><td>0</td></tr>
<tr><td>Simple-gate portion of the synthesized area</td><td>0.00880</td></tr>
<tr><th colspan="2">GRT</th></tr>
<tr><td>Via count of the first global-routing pass</td><td>56.4k</td></tr>
<tr><td>Total congestion overflow</td><td>0</td></tr>
<tr><td>Total global-route track usage</td><td>0.271</td></tr>
<tr><td>Antenna violations before repair</td><td>17</td></tr>
<tr><td>Wire length of the first global-routing pass</td><td>408000 um</td></tr>
<tr><td>Pin count of the biggest net entering global routing</td><td>90</td></tr>
<tr><th colspan="2">Min path</th></tr>
<tr><td>Worst hold-check path type</td><td>in2reg</td></tr>
<tr><td>Launch point of the worst hold path</td><td>regWriteData[39]</td></tr>
<tr><th colspan="2">Route</th></tr>
<tr><td>Number of iterations in the first detailed-routing pass</td><td>7</td></tr>
<tr><td>Total wire length after detailed routing</td><td>287000 um</td></tr>
<tr><td>Number of DRC markers after the initial detailed-route iteration</td><td>2806</td></tr>
<tr><td>DR DRC count</td><td>0</td></tr>
<tr><td>Via total after detailed routing</td><td>49.4k</td></tr>
<tr><td>Routed wirelength normalized by instance count</td><td>36.1 um</td></tr>
<tr><td>Via density</td><td>6.21</td></tr>
<tr><td>Number of nets with antenna violations after routing</td><td>0</td></tr>
<tr><th colspan="2">Final timing</th></tr>
<tr><td>Aggregate negative setup slack</td><td>0 ns</td></tr>
<tr><td>Transition time of the tightest slew-check pin</td><td>1.10 ns</td></tr>
<tr><td>RSZ-0062 raised after global routing</td><td>false</td></tr>
<tr><td>Peak Freq</td><td>107 MHz</td></tr>
<tr><td>Period utilization</td><td>0.676</td></tr>
<tr><td>Final worst path period need</td><td>9.32 ns</td></tr>
<tr><td>Final hold vios</td><td>0</td></tr>
<tr><td>Count of endpoints failing setup in the final report</td><td>0</td></tr>
<tr><td>Final worst hold slack</td><td>2.53 ns</td></tr>
<tr><td>Pins over their slew limit</td><td>0</td></tr>
<tr><td>Slew margin rel.</td><td>0.265</td></tr>
<tr><th colspan="2">Layout</th></tr>
<tr><td>Number of flip-flops under the largest register name</td><td>2048</td></tr>
<tr><td>Area Growth Syn to Fin</td><td>14.0%</td></tr>
<tr><td>Ratio of cells with drive above 1 in the final layout</td><td>0.353</td></tr>
<tr><th colspan="2">Status</th></tr>
<tr><td>Status</td><td>finished clean</td></tr>
<tr><th colspan="2">Job</th></tr>
<tr><td>Max-cap violations</td><td>0</td></tr>
<tr><td>Tool warnings</td><td>26</td></tr>
</table>
## synthesized netlist by cell type (38+ instances only)
library cell,number
sky130_fd_sc_hd__nor2_1,46
sky130_fd_sc_hd__clkbuf_1,92
sky130_fd_sc_hd__edfxtp_1,2048
sky130_fd_sc_hd__nand2_1,87
sky130_fd_sc_hd__buf_4,75
sky130_fd_sc_hd__mux2i_1,362
sky130_fd_sc_hd__mux2_2,56
sky130_fd_sc_hd__a221oi_1,93
sky130_fd_sc_hd__o22ai_1,38
sky130_fd_sc_hd__buf_2,129
sky130_fd_sc_hd__a32o_1,38
sky130_fd_sc_hd__buf_1,41
sky130_fd_sc_hd__mux4_2,1039
## how the worst min path moves through the flow
stage            endpoint  slack, ns  cells past startpoint
4_1_cts   storage[22][39]       2.47                      1
5_1_grt   storage[22][39]       2.50                      1
6_report  storage[22][39]       2.53                      1
## power breakdown
group          switching (uW)  internal, uW  leakage, uW
Combinational             649           559       0.0122
Sequential               29.3          6920       0.0184
Clock                    2390          3040      0.00316
Total                    3070         10500       0.0338
## per-layer routing
layer | routed length [um] | track usage | vias up
met5 | 657 | 0.0233 | -
met4 | 8970 | 0.0659 | 38
met3 | 57200 | 0.239 | 502
met2 | 136000 | 0.393 | 3791
met1 | 84300 | 0.296 | 25182
li1 | - | - | 19907
## critical path, cell delays in order
cell                              delay (ns)
sky130_fd_sc_hd__buf_8                  0.43
sky130_fd_sc_hd__buf_4                  0.72
sky130_fd_sc_hd__buf_4                  0.68
sky130_fd_sc_hd__mux4_2                 0.34
sky130_fd_sc_hd__nand2_1                0.06
sky130_fd_sc_hd__a32o_1                 0.31
sky130_fd_sc_hd__a221oi_1               0.50
sky130_fd_sc_hd__clkdlybuf4s50_1        0.58
## layout make-up
cell class,count,area (um^2)
antenna,5,12.5
inverter,1,11.3
sequential,2048,61500
clock inverter,131,1060
multi-input combinational,1917,31100
clock buffer,250,5430
timing repair buffer,470,4280
tap,3132,3920
fill,18958,126000
## cells by family (layout without fill, tap and decap cells)
family / Yosys count / after routing
DFF: 2048 / 2048
other: 0 / 5
buffers and inverters: 348 / 852
and+or+nand+nor: 184 / 184
muxes: 1457 / 1457
AOI/OAI and AO/OA: 276 / 276
## cell usage in the layout (no fill, tap or decap), drive strengths merged, types with 5 or more instances in the layout
| cell | n |
|---|---|
| clkinv | 105 |
| nand3b | 5 |
| buf | 271 |
| and2 | 5 |
| clkbuf | 251 |
| o21a | 22 |
| a32o | 38 |
| nor2b | 19 |
| edfxtp | 2048 |
| nand2 | 87 |
| bufinv | 13 |
| inv | 8 |
| clkinvlp | 6 |
| mux2i | 362 |
| a221oi | 93 |
| a211oi | 6 |
| clkdlybuf4s50 | 198 |
| diode | 5 |
| mux4 | 1039 |
| a22oi | 18 |
| mux2 | 56 |
| nor2 | 46 |
| o22ai | 38 |
| a22o | 33 |
## per-stage QoR
step	util	total power, uW	setup WS [ns]	std cells	instance area (um^2)
final	0.460	13600	4.48	7954	107000
after global routing	0.460	14000	4.08	7949	107000
after CTS	0.460	13700	4.36	7949	107000
after global placement	0.432	8300	4.24	7568	101000
after floorplan	-	7770	6.68	4313	94100
after detailed placement	0.432	8300	4.35	7568	101000
No activity file was given, so power comes from the tool's default toggle rates.
