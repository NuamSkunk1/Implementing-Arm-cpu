## /design/flow/run.sh

```bash
#!/bin/bash
# OpenROAD 26Q1-2900-gdf79404cd8, Yosys 0.63+post, stock flow scripts
make -C /OpenROAD-flow-scripts/flow DESIGN_CONFIG=/design/flow/config.mk WORK_HOME=/design/flow/orfs finish
```

## /design/flow/design.v

```verilog
module ALU(
	input [3:0] operation,
	input [63:0] i0,
	input [63:0] i1,
	output reg [63:0] out,
	output reg resultZero
);
	always
	begin
		#10;
		case(operation)
			4'b0000: out = i0&i1;  
			4'b0001: out = i0|i1;  
			4'b0010: out = i0+i1;  
			4'b0110: out = i0-i1;  
			4'b0111: out = i1;  
			4'b1100: out = ~(i0|i1);  
		endcase
		if(out == 64'b0)
			resultZero = 1;
		else
			resultZero = 0;
	end
endmodule
```

## /design/flow/config.mk

```make
export PLATFORM = sky130hd
export DESIGN_NAME = ALU
export DESIGN_NICKNAME = ALU
export VERILOG_FILES = /design/flow/design.v
export SDC_FILE = /design/flow/constraint.sdc
export NUM_CORES = 4
export LEC_CHECK = 1
export CORE_UTILIZATION = 50
```

## /design/flow/constraint.sdc

```tcl
current_design ALU

set clk_period 33.9
set clk_io_pct 0.2

create_clock -name clk0 -period $clk_period

set non_clock_inputs [all_inputs -no_clocks]
set_input_delay [expr $clk_period * $clk_io_pct] -clock clk0 $non_clock_inputs
set_output_delay [expr $clk_period * $clk_io_pct] -clock clk0 [all_outputs]
```

==> impl_metrics.env <==
# implementation run metrics
export IMPL_outcome="finished clean"
export IMPL_finalPower_uw=216
export IMPL_end_kind="primary output"
export IMPL_yosys_area_mm2=0.00973
export IMPL_synth_flops=64
export IMPL_syn_area_per_cell_um2=6.70
export IMPL_place_gp_congestion=1.04
export IMPL_setup_violations=0
export IMPL_overflow=0
export IMPL_layout_min_cycle_time_ns=21.89
export IMPL_grt_max_degree=66
export IMPL_rsz0062_at_grt="false"
export IMPL_grt_usage_pct=39.0
export IMPL_simple_gate_share_pct=25.3
export IMPL_pre_cts_slack_ns=12.31
export IMPL_crit_type="in -> out"
export IMPL_lay_top_count="clkdlybuf4s50_1"
export IMPL_final_antenna_net_count=0
export IMPL_largest_reg_flops=64
export IMPL_yosys_cell_types_count=90
export IMPL_slew_violations=0
export IMPL_drive_gt1_share_pct=3.84
export IMPL_instances_no_fill=1824
export IMPL_slew_headroom_pct=30.2
export IMPL_setup_tns_final_ns=0
export IMPL_power_density_mw_per_mm2=18.4
export IMPL_rows=50
export IMPL_area_growth_pct=20.7
export IMPL_synthArstFlopShare_pct=0
export IMPL_ctsHoldBuffers=0
export IMPL_min_path_cells=5
export IMPL_vias=11901
export IMPL_die_w_um=142
export IMPL_peakVddDrop_mv=0.0107
export IMPL_avgViaCountPerCell=6.52
export IMPL_path_max_fanout=6
export IMPL_initCoreUtil_pct=51.5
export IMPL_dp_hpwl_um=30600
export IMPL_layout_top_cells="196 x clkdlybuf4s50_1, 165 x a21oi_1, 153 x nand2_1"
export IMPL_critPathLaunchType="input pin"
export IMPL_cp_required_ns=27.12
export IMPL_layout_setup_ws_ns=12.01
export IMPL_port_buffers=197
export IMPL_ys_cells=1453
export IMPL_chipHeight_um=142
export IMPL_worstMarginPinSlew_ns=1.04
export IMPL_placedCellCount=1824
export IMPL_synth_top_flop_cell="dlxtn_1"
export IMPL_first_global_vias=10761
export IMPL_p_leak_nw=4.64
export IMPL_warnings=35
export IMPL_xor_share_pct=9.72
export IMPL_mux_share_pct=1.07
export IMPL_first_pass_iters=5
export IMPL_ys_sh_aoi_pct=39.1
export IMPL_drc=0
export IMPL_diodes=0
export IMPL_cts_resized=0
export IMPL_fmax_mhz=45.7
export IMPL_maxCapViolations=0
export IMPL_ys_top_logic_family="AND-OR/OR-AND gates"
export IMPL_adder_share_pct=8.69
export IMPL_drt_iter0_drc=1147
export IMPL_io_pins=197
export IMPL_untimed_endpoints=128
export IMPL_finalCritPeriodShare_pct=64.6
export IMPL_fp_coreArea_mm2=0.0189
export IMPL_hold_viol=0
export IMPL_postCtsSetupBuffers=0
export IMPL_arrival_ns=15.11
export IMPL_netlist_area_mm2=0.00973
export IMPL_wirelength_um=38900
export IMPL_syn_inst=1453
export IMPL_hold_class="in -> out"
export IMPL_grt_antenna_before_repair=0
export IMPL_edf_count=0
export IMPL_grt_pass1_wl_um=59600
export IMPL_unclocked_pins=64
export IMPL_synth_warnings=1
export IMPL_wl_per_cell_um=21.3
export IMPL_die_area_mm2=0.0200
kinds of logic (layout without fill, tap and decap cells):
kind of cell,after synthesis,in the layout
buf+inv,148,259
compound gates,567,567
latches,64,64
mux,10,10
xor+xnor,108,108
fa+ha+maj,67,67
simple gates,489,489
worst max-delay path: stages:
cell and delay, ns:
clkdlybuf4s50_1 0.59, or4_1 0.66, nor4_1 0.52, nand2b_1 0.19, nor3_1 0.58, and3_1 0.39, nand2_1 0.12, o21ai_0 0.21
xor2_1 0.17, ha_1 0.32, nand2_1 0.24, o21ai_0 0.24, a21oi_1 0.40, or3_1 0.18, nand4_1 0.09, nor4_1 0.44
nand4bb_1 0.15, nor4_1 0.86, nand4_1 0.17, nor4_1 0.60, nand4b_1 0.25, nor4_2 0.40, clkdlybuf4s50_1 0.54
metrics by stage:
stage | hold WS, ns | util, % | cell area (um^2)
2_1_floorplan | 13.76 | - | 9730
3_3_place_gp | 14.89 | 62.2 | 11700
3_5_place_dp | 14.87 | 62.2 | 11700
4_1_cts | 14.88 | 62.2 | 11700
5_1_grt | 14.98 | 62.2 | 11700
6_report | 14.90 | 62.2 | 11700
cells in the mapped netlist (6+ instances only):
library cell	instances	area [um^2]
o41ai_1	6	52.6
a22oi_1	7	52.6
o221ai_1	11	96.3
a31oi_1	18	113
xor2_1	45	394
a21oi_2	6	52.6
or3_1	11	68.8
and3_1	13	81.3
a211oi_1	17	128
nand3b_1	9	67.6
a21oi_1	166	831
o21ai_1	10	50.1
a2bb2oi_1	8	70.1
o21bai_1	11	82.6
buf_2	32	160
nor3b_1	6	45.0
dlxtn_1	64	961
inv_1	44	165
and2_1	10	62.6
nand3_1	20	100
o21ai_0	83	415
nor2_1	97	364
xnor2_1	63	552
a221oi_1	26	228
o211ai_1	13	97.6
o2111ai_1	6	52.6
nand2b_1	16	100
a211o_1	10	87.6
ha_1	66	826
a21o_1	57	428
nand2_1	154	578
clkbuf_1	51	191
o21a_1	11	82.6
nor2b_1	21	131
nand4_1	26	163
nor3_1	54	270
mux2i_1	7	70.1
nor4_1	14	87.6
o31ai_1	47	353
buf_1	19	71.3
final cells by class:
cell class | count | area (um^2)
multi-input cells | 1241 | 8190
fillers | 1732 | 7150
repair buffers | 215 | 2100
flip-flops and latches | 64 | 961
well taps | 260 | 325
inverters | 44 | 165
per-layer routing:
layer | share of wire (%) | up-vias | GRT usage (%)
met3 | 10 | 84 | 5.50
met2 | 42 | 728 | 59.4
met4 | 3.3 | 0 | 11.1
li1 | - | 5679 | -
met1 | 44 | 5410 | 57.8
met5 | 0 | - | 0
path summary, 6_finish.rpt:
kind,startpoint,endpoint,slack (ns)
max,i1[30],resultZero,12.01
min,i0[55],resultZero,14.90
report_power, final:
part / switching (mW) / internal (mW)
Sequential: 0.00176 / 0.0127
Combinational: 0.117 / 0.0843
Clock: 0 / 0
